==> flow/design.v <==
`timescale 1ns/100ps
module NFC(clk, rst, done, F_IO_A, F_CLE_A, F_ALE_A, F_REN_A, F_WEN_A, F_RB_A, F_IO_B, F_CLE_B, F_ALE_B, F_REN_B, F_WEN_B, F_RB_B);
input        clk;
input        rst;
output reg   done;
inout  		 [7:0] F_IO_A;
output reg   F_CLE_A;
output reg   F_ALE_A;
output reg   F_REN_A;
output reg   F_WEN_A=1;
input        F_RB_A;
inout  		 [7:0] F_IO_B;
output reg   F_CLE_B;
output reg   F_ALE_B;
output reg   F_REN_B;
output reg   F_WEN_B=1;
input        F_RB_B;
reg isout_A;
reg isout_B;
reg [7:0]F_OUT_A;
reg [7:0]F_OUT_B;
reg [9:0]conter;
reg [9:0]conter_B;
reg [9:0]conter_initi;
reg [9:0]conter_B__initi;
reg [7:0]recive_data[31:0];
reg [7:0]recive_data_cnt;
reg [7:0]recive_data_cnt_B;
integer i;
assign	F_IO_A = isout_A ? F_OUT_A : 8'bz;
assign	F_IO_B = isout_B ? F_OUT_B : 8'bz;
always@(posedge clk or posedge rst) begin
	if(rst)
		conter	<= 0;
	else begin
		if(F_RB_A)begin
			if(conter == 100)
				conter <= 100;
			else
				conter <= conter + 1 ;
		end
		else 
			conter <= conter;
	end
end
always@(posedge clk or posedge rst) begin  
	if(rst)
		conter_B	<= 0;
	else begin
		if(F_RB_B)begin
			if(conter_B == 100)
				conter_B <= 100;
			else if (recive_data_cnt == 32)
				conter_B <= conter_B + 1 ;
		end
		else 
			conter_B <= conter_B;
	end
end
always@(posedge clk or posedge rst) begin
	if(rst)
		conter_initi	<= 0;
	else begin
		if(!F_RB_A)begin
			if(conter_initi == 2)
				conter_initi <= 100;
			else
				conter_initi <= conter_initi + 1 ;
		end
		else 
			conter_initi <= 100;
	end
end
always@(posedge clk or posedge rst) begin  
	if(rst)
		conter_B__initi	<= 100;
	else begin
		if(!F_RB_B && recive_data_cnt >= 31)begin
			if(conter_B__initi == 100)
				conter_B__initi <= 0;
			else 
				conter_B__initi <= conter_B__initi + 1 ;
		end
		else 
			conter_B__initi <= conter_B__initi;
	end
end
always@(posedge clk or posedge rst)begin
	if(rst)
		F_CLE_A	<= 0;
	else begin
		if(F_RB_A)begin
			if(conter == 0)
				F_CLE_A <= 1;
			else if (conter == 2)
				F_CLE_A <= 0;
		end
		else begin
			if(conter_initi == 0)
				F_CLE_A <= 1;
			else if (conter_initi == 2)
				F_CLE_A <= 0;
		end
	end
end
always@(posedge clk or posedge rst)begin  
	if(rst)
		F_CLE_B	<= 0;
	else begin
		if(F_RB_B)begin
			if( conter_B == 1 || conter_B == 2 )
				F_CLE_B <= 1;
			else if (recive_data_cnt_B == 32 )
				F_CLE_B <= 1;
			else if (conter_B__initi >= 2)
				F_CLE_B <= 0;
		end
		else begin
			if(conter_B__initi == 0)
				F_CLE_B <= 1;
			else if (conter_B__initi == 2 && recive_data_cnt_B == 32)
				F_CLE_B <= 1;
			else if (conter_B__initi == 3 && recive_data_cnt_B == 32)
				F_CLE_B <= 1;
			else if (conter_B__initi >= 2)
				F_CLE_B <= 0;
		end
	end
end
always@(posedge clk or posedge rst) begin
	if(rst)
		isout_A <= 1 ;
	else begin
		if(F_CLE_A)
			isout_A <= 1;
		else if (conter == 8)
			isout_A <= 0;
	end
end
always@(posedge clk or posedge rst) begin  
	if(rst)
		isout_B <= 1 ;
	else begin
		isout_B <= 1;
	end
end
always@(posedge clk or posedge rst)begin
	if(rst)
		F_ALE_A <= 0;
	else begin
		if(conter >= 1 && conter <= 8)
			F_ALE_A <= 1;
		else if(conter_initi >= 2 && conter_initi <= 9)
			F_ALE_A <= 1;
		else
			F_ALE_A <= 0;
	end
end
always@(posedge clk or posedge rst)begin  
	if(rst)
		F_ALE_B <= 0;
	else begin
		if(conter_B >= 3 && conter_B <= 8)
			F_ALE_B <= 1;
		else
			F_ALE_B <= 0;
	end
end
always@(posedge clk or posedge rst)begin
	if(rst)
		F_WEN_A <= 1;
	else begin
		if(!isout_A)
			F_WEN_A <= 1;
		else if(conter_initi == 0)
			F_WEN_A <= 0;
		else if(conter_initi == 1)
			F_WEN_A <= 1;
		else if(conter == 0 || conter == 2 || conter == 4 || conter == 6)
			F_WEN_A <= 0;
		else if(conter == 1 || conter == 3 || conter == 5 || conter == 7)
			F_WEN_A <= 1;
		else 
			F_WEN_A <= 1;
	end
end
always@(posedge clk or posedge rst)begin  
	if(rst)
		F_WEN_B <= 1;
	else begin
		if(conter_B >= 3 && recive_data_cnt_B <= 31 && F_RB_B)
			F_WEN_B <= ~F_WEN_B;
		else if (recive_data_cnt_B == 32 && conter_B == 8'h4B)
			F_WEN_B <= 0;
		else if (recive_data_cnt_B == 32 && conter_B == 8'h4C)
			F_WEN_B <= 1;
		else if(conter_B == 1 || conter_B == 3)
			F_WEN_B <= 0 ;
		else if(conter_B == 2 )
			F_WEN_B <= 1 ;
		else if(conter_B__initi == 0)
			F_WEN_B <= 0;
		else if(conter_B__initi == 1)
			F_WEN_B <= 1;
		else
			F_WEN_B <= 1;
	end
end
always@(posedge clk or posedge rst)begin
	if(rst)
		F_OUT_A <= 0;
	else begin
			if (conter_initi == 0)
				F_OUT_A <= 8'hFF;
			else if(conter == 0 && F_RB_A)
				F_OUT_A <= 0;
			else if (conter == 2 && F_RB_A)
				F_OUT_A <= 0;
			else if (conter == 4 && F_RB_A)
				F_OUT_A <= 0;
			else if (conter == 6 && F_RB_A)
				F_OUT_A <= 0;
			else if (conter == 8 && F_RB_A)
				F_OUT_A <= 0;
	end
end
always@(posedge clk or posedge rst)begin  
	if(rst)
		F_OUT_B <= 0;
	else begin
		if(conter_B >= 9 && recive_data_cnt_B != 32)
			F_OUT_B <= recive_data[recive_data_cnt_B];
		else if (recive_data_cnt_B == 32)
			F_OUT_B <= 8'h10;
		else if (conter_B__initi == 0)
			F_OUT_B <= 8'hFF;
		else if(conter_B == 1 && F_RB_A)
			F_OUT_B <= 8'h80;
		else if (conter_B == 3 && F_RB_A)
			F_OUT_B <= 0;
		else if (conter_B == 5 && F_RB_A)
			F_OUT_B <= 0;
		else if (conter_B == 7 && F_RB_A)
			F_OUT_B <= 0;
	end
end
always@(posedge clk or posedge rst)begin
	if(rst)
		F_REN_A <= 1;
	else begin
		if(conter >= 10 && recive_data_cnt <=31 )
			F_REN_A <= ~ F_REN_A;
		else if (recive_data_cnt >31)
			F_REN_A <= 1;
	end
end
always@(posedge clk or posedge rst)begin  
	if(rst)
		F_REN_B <= 1;
	else begin
		F_REN_B <= 1;
	end
end
always@(posedge clk or posedge rst)begin
	if(rst)
		recive_data_cnt<=0;
	else begin
		if(!F_REN_A && recive_data_cnt <=31)
			recive_data_cnt <= recive_data_cnt +1;
		else
			recive_data_cnt <= recive_data_cnt;
	end
end
always@(posedge clk or posedge rst)begin
	if(rst)begin
		for(i=0;i<31;i=i+1)
			recive_data[i] <= 0;
	end
	else begin
		if(F_RB_A)begin
			if(recive_data_cnt <=31)
				recive_data[recive_data_cnt] <=  F_IO_A ;
		end
	end
end
always@(posedge clk or posedge rst)begin
	if(rst)
		recive_data_cnt_B<=0;
	else begin
		if(conter_B >= 9  && recive_data_cnt_B <= 31 && !F_WEN_B)
			recive_data_cnt_B <= recive_data_cnt_B +1;
		else if(recive_data_cnt_B >31)
			recive_data_cnt_B <= 32;
	end
end
always@(posedge clk or posedge rst)begin
	if(rst)
		done<=0;
	else begin
		if(F_RB_B && recive_data_cnt_B == 32 && conter_B == 8'h50)
			done <= 1;
		else
			done <= 0;
	end
end
endmodule
==> flow/run.sh <==
#!/bin/bash
# OpenROAD 26Q1-2900-gdf79404cd8, Yosys 0.63+post, stock flow scripts
make -C /OpenROAD-flow-scripts/flow DESIGN_CONFIG=/design/flow/config.mk WORK_HOME=/design/flow/orfs finish
==> flow/config.mk <==
export PLATFORM = sky130hd
export DESIGN_NAME = NFC
export DESIGN_NICKNAME = NFC
export VERILOG_FILES = /design/flow/design.v
export SDC_FILE = /design/flow/constraint.sdc
export NUM_CORES = 4
export LEC_CHECK = 1
export CORE_UTILIZATION = 30
==> flow/constraint.sdc <==
current_design NFC

set clk_period 5.6
set clk_io_pct 0.2

create_clock -name clk0 -period $clk_period [get_ports {clk}]

set non_clock_inputs [all_inputs -no_clocks]
set_input_delay [expr $clk_period * $clk_io_pct] -clock clk0 $non_clock_inputs
set_output_delay [expr $clk_period * $clk_io_pct] -clock clk0 [all_outputs]
==> results.json <==
{
  "hold_buffers": 0,
  "edf_count": 1,
  "async_reset_ff_share_pct": 99.0,
  "clockBufferDepth": 2,
  "pin_count": 29,
  "dpl-instance-area_sq_um": 5870,
  "post_synth_num_cell_types": 70,
  "yosys_warnings": 4,
  "cts_root_buf": "clkbuf_16",
  "lastStage": "4_1_cts",
  "rows": 49,
  "netlist_area_sq_um": 5670,
  "gp_congestion": 0.838,
  "ys_ff": 101,
  "synth_cells": 570,
  "firstError": "[error] [KeplerFormal.cpp:679] Workflow failed: Iso has multiple drivers: .F_IO_A0, place18.X0",
  "cts_sinks": 101,
  "cts-htree-levels": 3,
  "synth_seq_share_pct": 44.8,
  "flop_cell": "dfrtp_1",
  "yosys-stat-area_sq_um": 5670,
  "cts_resized": 0,
  "dp_hpwl_mm": 7.72,
  "die_x_microns": 139,
  "portBuffers": 11,
  "die_h_microns": 139,
  "avgSynthCellArea_sq_um": 9.95,
  "cts_setup_buffers": 0,
  "status": "aborted with a tool error",
  "initCoreUtil_pct": 31.0,
  "cts_made_buffers": 9,
  "yosys_cells": 570
}
-- logic make-up after synthesis --
group                      Yosys count  synth area share [%]
AOI/OAI and AO/OA                   82                  10.1
xor gates and xnor gates            31                  4.79
adders and majority gates           30                  6.62
buffers and inverters               63                  5.23
DFF                                101                  44.8
muxes                               42                  8.36
other                                2                 0.132
and+or+nand+nor                    219                  20.0
-- metrics by stage --
step | cells | hold WS (ns) | utilization (%) | worst slack, ns | power (mW)
after floorplan | 571 | 0.429 | - | 1.87 | 1.56
after global placement | 770 | 0.446 | 32.1 | 2.14 | 1.64
after detailed placement | 770 | 0.451 | 32.1 | 2.06 | 1.86
-- synth_stat cells (all sizes together) (3+ instances only) --
library cell,count,share of area (%)
a211oi,4,0.62
a21o,4,0.53
a21oi,12,1.1
a22oi,5,0.66
and2,3,0.33
and3,13,1.4
buf,19,2.3
clkbuf,24,1.7
dfrtp,93,41
dfstp,7,3.2
ha,30,6.6
inv,20,1.3
mux2,33,6.6
mux2i,8,1.4
nand2,59,3.9
nand2b,3,0.33
nand3,35,3.1
nand3b,4,0.53
nand4,12,1.3
nor2,44,3.0
nor2b,10,1.1
nor3,12,1.1
nor4,3,0.44
nor4b,5,0.88
o211ai,3,0.40
o21ai,22,1.9
o22ai,3,0.33
o31ai,4,0.53
or3,5,0.64
or4,3,0.60
xnor2,22,3.4
xor2,9,1.4
Power figures rest on the tool's default switching activity, not on a simulated workload.
